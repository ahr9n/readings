$ cat flow/design.v
module main(
    input a, b, c, d,
    input [3:0] va, vb,
    output w, u, x, y, z,
    output [3:0] vx, vy
);
    assign w = a&b;
    assign u = ~(a|b);
    assign x = c^d;
    assign y = c~^d;
    assign z = (a&b) | (c&d);
    assign vx = va&vb;
    assign vy = va|vb;
endmodule
$ cat flow/run.sh
#!/bin/bash
# OpenROAD 26Q1-2900-gdf79404cd8, Yosys 0.63+post, stock flow scripts
make -C /OpenROAD-flow-scripts/flow DESIGN_CONFIG=/design/flow/config.mk WORK_HOME=/design/flow/orfs finish
$ cat flow/config.mk
export PLATFORM = sky130hd
export DESIGN_NAME = main
export DESIGN_NICKNAME = main
export VERILOG_FILES = /design/flow/design.v
export SDC_FILE = /design/flow/constraint.sdc
export NUM_CORES = 4
export LEC_CHECK = 1
export CORE_AREA = 10 10 70 70
export DIE_AREA = 0 0 80 80
$ cat flow/constraint.sdc
current_design main

set clk_period 1.0
set clk_io_pct 0.2

create_clock -name clk0 -period $clk_period

set non_clock_inputs [all_inputs -no_clocks]
set_input_delay [expr $clk_period * $clk_io_pct] -clock clk0 $non_clock_inputs
set_output_delay [expr $clk_period * $clk_io_pct] -clock clk0 [all_outputs]
==> job_summary.md <==
### Metrics collected by this job

| Metric | Value |
|---|---|
| First DRT Iteration DRCs | 2 |
| Final instance area | 349.1 um2 |
| Path type of the worst setup path | input pin to primary output |
| Signal arrival time at the worst endpoint | 0.75 ns |
| Worst Hold End | x |
| Max stage delay cell, worst path | sky130_fd_sc_hd__dlygate4sd2_1 |
| Total die size | 6400 um2 |
| Run status | complete, no violations |
| Max Cap Viol | 0 |
| Count of cells along the worst hold path | 3 |
| Total Neg Setup Slack | 0 ns |
| Sequential-to-total area share from yosys stat | 0% |
| Filler-free cell count of the finished design | 84 |
| Count of different cell masters after synthesis | 7 |
| Area growth from synthesis to layout | 293.0% |
| Antenna diode instance count | 0 |
| Share of total power in the clock network | 0% |
| Count of final setup violators | 0 |
| Mean instance size in the synthesized netlist | 6.833 um2 |
| Number of input and output port buffers inserted | 25 |
| Global-route wire length before repair | 848 um |
| Cell total in the yosys stat output | 13 |
| Inst Count DP | 84 |
| Post-synthesis instance area | 88.84 um2 |
| Count of hold buffers inserted by post-cts repair | 0 |
| Hold path startpoint | d |
| Final RePlAce weighted congestion | 0.6049 |
| X dimension of the die | 80 um |
| Critical Path Start Type | input pin |
| Vias/cell | 2.060 |
| Combinational group share of total power | 100.0% |
| Highest achievable clock rate | 1049 MHz |
| Initial antenna violation count | 0 |
| Share of total power consumed by net switching | 26.04% |
| Overall Power | 0.09782 mW |
| Cell count after synthesis | 13 |
| Switching power | 0.02547 mW |
| Post-layout worst setup margin | 0.04700 ns |
| OpenROAD warnings | 33 |
| Initial cell density of the core | 2.601% |
| Combined flip-flop and latch cell area | 0 um2 |
| Fraction of the cycle the final worst path needs | 95.30% |
| Worst Tran Pin Value | 0.09214 ns |
| Global router's overall resource usage | 1.547% |
| Post-Place Setup Slack | -0.6343 ns |
| Final count of hold timing violations | 0 |
| Post-DRT Antenna Nets | 0 |
| Worst slack on hold paths | 0.6775 ns |
| Vertical die dimension | 80 um |
| Maximum cell stage delay along the critical path | 0.23 ns |
| Total gr overflow | 0 |
| Pin count of the biggest net entering global routing | 4 |
| Total placed instance area | 396.6 um2 |
| Count of pins on the block boundary | 25 |
| Slew HR | 93.86% |
| Syn. warnings | 0 |
| Yosys synthesis chip area | 88.84 um2 |
| Iteration count of the initial detailed-routing pass | 2 |
| Final-report max-slew violation count | 0 |
| Final Core Density | 10.22% |
| Setup repair after global routing missed its margin | false |
| Floorplan core area | 3416 um2 |
| CLK BUF | 0 |
| Required time reported for the critical path endpoint | 0.80 ns |
| Routed wirelength normalized by instance count | 6.750 um |
| Ordered list of cells on the worst path | clkdlybuf4s15_2 > and2_4 > dlygate4sd2_1 |
| Part of the power in registers | 0% |
| Minimum period implied by the final worst setup slack | 0.9530 ns |
| Cell-internal power | 0.07235 mW |
| Placement row count | 21 |
| Routed vias | 173 |
| Kind of end point of the critical path | primary output |
| Worst-case vdd ir drop | 0.03498 mV |
| Worst hold-check path type | input pin to primary output |
| Flip-flops | 0 |
| Max FO, Critical Path | 2 |
| Wire length after detailed routing | 567 um |
| Detailed placement HPWL | 560.4 um |
| DRC viols | 0 |
| Reported leakage power | 0.1663 nW |
| Power density cells | 280.2 nW/um2 |
| Via count of the first global-routing pass | 195 |
| Share of final-layout standard cells stronger than drive strength 1 | 52.63% |
[power groups by stage]
| stage | combinational, mW | sequential, mW | clock (mW) |
|---|---|---|---|
| global route | 0.110 | 0 | 0 |
| finish | 0.0978 | 0 | 0 |
| CTS | 0.0952 | 0 | 0 |
[cells by family after synthesis]
| logic type | Yosys count | synth area share (%) |
|---|---|---|
| adder cells (fa/ha/maj) | 1 | 14.08 |
| buffers and inverters | 1 | 4.221 |
| AND-OR/OR-AND | 1 | 8.454 |
| AND/OR/NAND/NOR | 10 | 73.24 |
[cell usage after synthesis]
| cell | number | area [um2] |
|---|---|---|
| sky130_fd_sc_hd__and2_2 | 4 | 30.03 |
| sky130_fd_sc_hd__and2_1 | 1 | 6.260 |
| sky130_fd_sc_hd__a21o_1 | 1 | 7.510 |
| sky130_fd_sc_hd__ha_1 | 1 | 12.51 |
| sky130_fd_sc_hd__inv_1 | 1 | 3.750 |
| sky130_fd_sc_hd__nor2_1 | 1 | 3.750 |
| sky130_fd_sc_hd__or2_1 | 4 | 25.02 |
[metal layers]
layer	vias to the layer above	track usage (%)	wire length, um
met5	-	0	0
met4	0	0	0
met3	0	1.023	74
met2	9	3.130	317
met1	73	1.252	174
li1	91	-	-
[how the worst max path moves through the flow]
stage	from	endpoint	slack (ns)	cells past startpoint
CTS	c	y	-0.16	4
global route	vb[3]	vy[3]	0.004	3
finish	va[2]	vx[2]	0.05	3
[critical path: cells and delay by family]
family / cells / cell delay [ns]
buf+inv: 2 / 0.41
simple gates: 1 / 0.14
[layout make-up]
type,count,area [um2]
repair buffers,25,187.7
multi-input cells,12,100.1
fillers,414,3067
inverters,1,3.754
well taps,46,57.56
[placed cells by master (no fill, tap or decap)]
cell                              Yosys  final
sky130_fd_sc_hd__clkdlybuf4s15_2      0      1
sky130_fd_sc_hd__and2_1               1      1
sky130_fd_sc_hd__a21o_1               1      1
sky130_fd_sc_hd__clkbuf_2             0      3
sky130_fd_sc_hd__and2_4               0      2
sky130_fd_sc_hd__nor2_1               1      1
sky130_fd_sc_hd__dlygate4sd2_1        0      9
sky130_fd_sc_hd__or2_1                4      4
sky130_fd_sc_hd__and2_2               4      2
sky130_fd_sc_hd__buf_6                0      2
sky130_fd_sc_hd__clkdlybuf4s15_1      0      2
sky130_fd_sc_hd__inv_2                0      1
sky130_fd_sc_hd__ha_4                 0      1
sky130_fd_sc_hd__buf_2                0      8
[what timing repair did]
item / CTS / global route
pin swaps: 3 / 2
setup buffers: 0 / 0
gates cloned: 0 / 0
gates resized: 51 / 13
endpoints found under the hold margin: 0 / 0
endpoints found under the setup margin: 13 / 6
Power figures rest on the tool's default switching activity, not on a simulated workload.
